$ cat design.v
module my_fsm (
clock ,
reset ,
in ,
out
);
input clock, reset, in;
output out;
wire clock, reset, in;
reg out;
reg [2:0] state = 0, nextstate = 0;
always@(posedge clock or posedge reset) begin
state=nextstate;
if (reset == 1) begin
out=0;
state=0;
nextstate=0;
end
else begin
if(state==0) begin
out=0;
if(in==0)
nextstate=0;
else
nextstate=2;
end
if(state==1) begin
out=1;
if(in==0)
nextstate=0;
else
nextstate=2;
end
if(state==2) begin
out=0;
if(in==0)
nextstate=5;
else
nextstate=1;
end
if(state==3) begin
out=1;
if(in==0)
nextstate=5;
else
nextstate=1;
end
if(state==4) begin
out=1;
if(in==0)
nextstate=3;
else
nextstate=4;
end
if(state==5) begin
out=0;
if(in==0)
nextstate=3;
else
nextstate=4;
end
end
end
endmodule
$ cat constraint.sdc
current_design my_fsm

set clk_period 1.0
set clk_io_pct 0.2

create_clock -name clk0 -period $clk_period [get_ports {clock}]

set non_clock_inputs [all_inputs -no_clocks]
set_input_delay [expr $clk_period * $clk_io_pct] -clock clk0 $non_clock_inputs
set_output_delay [expr $clk_period * $clk_io_pct] -clock clk0 [all_outputs]
$ cat config.mk
export PLATFORM = sky130hd
export DESIGN_NAME = my_fsm
export DESIGN_NICKNAME = my_fsm
export VERILOG_FILES = /design/flow/design.v
export SDC_FILE = /design/flow/constraint.sdc
export NUM_CORES = 4
export LEC_CHECK = 1
export CORE_AREA = 10 10 70 70
export DIE_AREA = 0 0 80 80
$ cat run.sh
#!/bin/bash
# OpenROAD 26Q1-2900-gdf79404cd8, Yosys 0.63+post, stock flow scripts
make -C /OpenROAD-flow-scripts/flow DESIGN_CONFIG=/design/flow/config.mk WORK_HOME=/design/flow/orfs finish
==> out/summary.txt <==
Yosys Chip Area: 171 sq um
Comb gate area: 67.6 sq um
Clock skew: 3.89 ps
Maximum clock rate: 1100 MHz
Synth Cell Area: 171 sq um
Final wirelength: 362 um
Drt pass-1 iters: 2
Post-layout min period: 907 ps
Inst Count DP: 65
Worst VDD drop: 490 uV
Starting DRT DRC Count: 10
CTS tree: done
Critical-path top delay cell: clkdlybuf4s50_1
Pre-Place Util: 5.02%
YS warnings: 1
Number of fill cells in the layout: 402
DR WL/cell: 5.17 um
Async S/R FF share, synth: 100%
Area leader share: 58.4%
Yosys stat cell total: 15
Final cell count without fillers: 70
Final Hold Vio Count: 0
Clock Sinks: 4
CTS clk-pin slew, worst paths: 40 ps
Yosys reg bits: 4
Worst path buffer plus inverter count: 1
Critical Path AT: 1020 ps
Req. time, crit path: 1120 ps
RSZ-0062 raised after global routing: false
Worst path cell trace: clkdlybuf4s50_1 > mux2_2
Vias in the first global route: 149
Max Cap Violations: 0
Core area: 3420 sq um
Worst r2r src: out
Netlist cell types: 12
PortBufs: 3
Top-count cell post-synth: dfrtp_1
Post-synth seq share: 58.4%
Chip height: 80 um
Max incr delay on CP: 490 ps
Main flop type: dfrtp_1
Latency at later pin: 240 ps
Number of enable flip-flop cells: 0
CTS buffer count: 3
Global-route wire length before repair: 703 um
Biggest area cells: dfrtp_1 (58%), mux2_2 (6.6%), xnor2_1 (5.1%)
Seq. cell area: 100 sq um
Power Dens Cells: 2610 nW/um^2
Share of cells above drive strength 1: 33.3%
Final slew viol count: 0
GRT Residual Overflow: 0
Worst setup SP type: input port
Largest delay share family, worst path: buffers and inverters
DR vias: 132
CTS max path bufs: 2
Final setup violation count: 0
Ports: 4
Post-route cell area: 299 sq um
Die Area: 6400 sq um
Row cnt: 21
Synthesis-to-layout area growth: 74.5%
Inserted Diodes: 0
CTS Hold Buffers Added: 0
CTS root buf: clkbuf_4
Dpl cell area: 267 sq um
Run status: complete, no violations
Kind of critical path: in -> reg
Leakage: 0.114 nW
Largest net degree at the start of global routing: 7
Drt via density: 1.89
Number of H-tree levels: 1
Post-synth top area cell: dfrtp_1
DRT antenna net count: 0
Total power: 0.000781 W
Die span in x: 80 um
Syn avg cell area: 11.4 sq um
Initial antenna violation count: 0
CP Max Fanout: 2
Log Warnings: 25
Min-delay worst type: in -> async
Worst-Margin Slew: 177 ps
Tot GR Track Use: 1.55%
Worst Setup End Kind: register
Synthesized instance count: 15
DRC violations left: 0
RePlAce Congestion: 0.624
CP Launch Point: in
Final critical-path share of the clock period: 90.7%
Slew HR: 88.2%
flip-flops by register name (all words and copies together), names as in the netlist:
| register | cells |
|---|---|
| nextstate | 3 |
| out | 1 |
cells in the final DEF (no fill, tap or decap):
cell             netlist  final
nor2b_1                1      1
mux2_2                 1      1
inv_1                  1      1
clkbuf_4               0      3
or2_1                  1      1
dfrtp_1                4      4
o21a_1                 1      1
clkbuf_2               0      1
xnor2_1                1      1
nand2_1                1      1
nand2b_1               1      1
nand3b_1               1      1
clkdlybuf4s50_1        0      2
a31oi_1                1      1
nor2_1                 1      1
buf_4                  0      3
cell type report:
class	instances	share of cell area [%]
clock buffer	3	7.53
inverter	1	1.26
sequential	4	33.5
timing repair buffer	6	15.9
tap	46	19.2
multi-input combinational	10	22.6
routing by layer:
metal | track usage, % | part of all wire, % | vias to the layer above
met2 | 1.12 | 25 | 7
met3 | 2.84 | 31 | 3
met1 | 1.67 | 41 | 55
met4 | 0.528 | 2.2 | 0
li1 | - | - | 67
met5 | 0 | 0 | -
logic make-up after synthesis:
group | after synthesis | share of synthesized area (%)
AND-OR/OR-AND | 2 | 8.03
XOR/XNOR | 1 | 5.11
buffers and inverters | 1 | 2.19
flip-flops | 4 | 58.4
multiplexers | 1 | 6.57
AND/OR/NAND/NOR | 6 | 19.7
per-stage QoR:
step	hold WS [ps]	setup slack, ps	utilization [%]	setup TNS (ps)
6_report	148	93.3	8.75	0
5_1_grt	148	35.3	8.75	0
4_1_cts	146	13.6	8.68	0
3_5_place_dp	397	-155	7.80	-405
3_3_place_gp	397	-125	7.80	-301
2_1_floorplan	-33.9	187	-	0
repair_timing:
action                                 4_1_cts  5_1_grt
endpoints found under the hold margin        0        0
gates resized                                2        1
pin swaps                                    0        0
setup endpoints to repair                    1        1
buffers inserted                             1        1
path summary, 6_finish.rpt:
| kind | endpoint | slack, ps | depth (start not counted) |
|---|---|---|---|
| max in group asynchronous | nextstate[2] | 700 | 2 |
| hold / removal | out | 150 | 2 |
| hold reg to reg | nextstate[1] | 550 | 1 |
| min in group clk0 | nextstate[1] | 550 | 1 |
| setup reg to reg | out | 140 | 4 |
| setup / recovery | nextstate[2] | 90 | 2 |
report_power, final:
part	switching [W]	internal (W)	total, W
clock network	0.0000690	0.000134	0.000203
logic	0.0000713	0.000177	0.000248
registers	0.0000802	0.000249	0.000329
No activity file was given, so power comes from the tool's default toggle rates.
